==> /design/flow/design.v <==
module LUT4c_latch_config (I0, I1, I2, I3, O, Ci, Co, UserCLK, MODE, CONFin, CONFout, CLK);
	input I0;  
	input I1;
	input I2;
	input I3;
	output O;  
	input Ci;  
	output Co;  
	input UserCLK;  
	input MODE; 
	input CONFin;
	output CONFout;
	input CLK;
	localparam LUT_SIZE = 4; 
	localparam N_LUT_flops = 2 ** LUT_SIZE; 
	wire [N_LUT_flops-1 : 0] LUT_values;
	wire [LUT_SIZE-1 : 0] LUT_index;
	wire LUT_out;
	reg LUT_flop;
	wire I0mux; 
	wire c_out_mux, c_I0mux;	 
	wire [16+2-1 : 0] ConfigBits;
	wire [16+2-1 : 0] ConfigBitsInput;
	genvar k;
	assign ConfigBitsInput = {ConfigBits[17-1:0],CONFin};  
	for (k=0; k<8; k=k+1) begin: L
		LHQD1 inst_LHQD1a(
		.D(ConfigBitsInput[k*2]),
		.E(CLK),
		.Q(ConfigBits[k*2])
		);                 
		LHQD1 inst_LHQD1b(
		.D(ConfigBitsInput[(k*2)+1]),
		.E(MODE),
		.Q(ConfigBits[(k*2)+1])
		); 
	end
	assign CONFout = ConfigBits[17];  
	assign LUT_values = ConfigBits[15:0];
	assign c_out_mux  = ConfigBits[16];
	assign c_I0mux    = ConfigBits[17];
	assign I0mux = c_I0mux ? Ci : I0;
	assign LUT_index = {I3,I2,I1,I0mux};
	MUX16PTv2 inst_MUX16PTv2_E6BEG1(
	.IN1(LUT_values[0]),
	.IN2(LUT_values[1]),
	.IN3(LUT_values[2]),
	.IN4(LUT_values[3]),
	.IN5(LUT_values[4]),
	.IN6(LUT_values[5]),
	.IN7(LUT_values[6]),
	.IN8(LUT_values[7]),
	.IN9(LUT_values[8]),
	.IN10(LUT_values[9]),
	.IN11(LUT_values[10]),
	.IN12(LUT_values[11]),
	.IN13(LUT_values[12]),
	.IN14(LUT_values[13]),
	.IN15(LUT_values[14]),
	.IN16(LUT_values[15]),
	.S1(LUT_index[0]),
	.S2(LUT_index[1]),
	.S3(LUT_index[2]),
	.S4(LUT_index[3]),
	.O(LUT_out)
	);
	assign O = c_out_mux ? LUT_flop : LUT_out;
	assign Co = (Ci & I1) | (Ci & I2) | (I1 & I2); 
	always @ (posedge UserCLK)
	begin
		LUT_flop <= LUT_out;
	end
endmodule
module LHQD1 (input D, E, output reg Q, QN);
    always @(*)
    begin
        if (E == 1'b1) begin
            Q = D;
            QN = ~D;
        end
    end
endmodule
module MUX4PTv4 (IN1, IN2, IN3, IN4, S1, S2, O);
	input IN1;
	input IN2;
	input IN3;
	input IN4;
	input S1;
	input S2;
	output O; 
	reg O;
	wire [1:0] SEL;
	assign SEL = {S2,S1};
	always @(*) 
	begin
		case(SEL)
			2'b00:O = IN1;
			2'b01:O = IN2;
			2'b10:O = IN3;
			2'b11:O = IN4;
			default:O = 1'b0;
		endcase
	end
endmodule 
module MUX16PTv2 (IN1, IN2, IN3, IN4, IN5, IN6, IN7, IN8, IN9, IN10, IN11, IN12, IN13, IN14, IN15, IN16, S1, S2, S3, S4, O);
	input IN1;
	input IN2;
	input IN3;
	input IN4;
	input IN5;
	input IN6;
	input IN7;
	input IN8;
	input IN9;
	input IN10;
	input IN11;
	input IN12;
	input IN13;
	input IN14;
	input IN15;
	input IN16;
	input S1;
	input S2;
	input S3;
	input S4;
	output O;
	reg O;
	wire [3:0] SEL;
	assign SEL = {S4,S3,S2,S1};
	always @(*)
	begin
		case(SEL)
			4'b0000: O = IN1;
			4'b0001: O = IN2;
			4'b0010: O = IN3;
			4'b0011: O = IN4;
			4'b0100: O = IN5;
			4'b0101: O = IN6;
			4'b0110: O = IN7;
			4'b0111: O = IN8;
			4'b1000: O = IN9;
			4'b1001: O = IN10;
			4'b1010: O = IN11;
			4'b1011: O = IN12;
			4'b1100: O = IN13;
			4'b1101: O = IN14;
			4'b1110: O = IN15;
			4'b1111: O = IN16;
			default: O = 1'b0;
		endcase
	end
endmodule
module my_buf (A, X);
    input A;
    output X;
    assign X = A;
endmodule
module cus_mux41 (A0, A1, A2, A3, S0, S0N, S1, S1N, X);
	input A0;
	input A1;
	input A2;
	input A3;
	input S0;
	input S0N;
	input S1;
	input S1N;
	output X; 
	reg X;
	wire [1:0] SEL;
	assign SEL = {S1,S0};
	always @(*) 
	begin
		case(SEL)
			2'b00:X = A0;
			2'b01:X = A1;
			2'b10:X = A2;
			2'b11:X = A3;
			default:X = 1'b0;
		endcase
	end
endmodule
module cus_mux41_buf (A0, A1, A2, A3, S0, S0N, S1, S1N, X);
	input A0;
	input A1;
	input A2;
	input A3;
	input S0;
	input S0N;
	input S1;
	input S1N;
	output X; 
	reg X;
	wire [1:0] SEL;
	assign SEL = {S1,S0};
	always @(*) 
	begin
		case(SEL)
			2'b00:X = A0;
			2'b01:X = A1;
			2'b10:X = A2;
			2'b11:X = A3;
			default:X = 1'b0;
		endcase
	end
endmodule
module my_mux2 (A0, A1, S, X);
	input A0;
	input A1;
	input S;
	output X; 
	reg X;
	wire SEL;
	assign SEL = S;
	always @(*) 
	begin
		case(SEL)
			1'b0:X = A0;
			1'b1:X = A1;
			default:X = 1'b0;
		endcase
	end
endmodule 
module cus_mux81 (A0, A1, A2, A3, A4, A5, A6, A7, S0, S0N, S1, S1N, S2, S2N, X);
	input A0;
	input A1;
	input A2;
	input A3;
	input A4;
	input A5;
	input A6;
	input A7;
	input S0;
	input S0N;
	input S1;
	input S1N;
	input S2;
	input S2N;
	output X;
	wire cus_mux41_out0;
	wire cus_mux41_out1;
	cus_mux41 cus_mux41_inst0(
	.A0 (A0),
	.A1 (A1),
	.A2 (A2),
	.A3 (A3),
	.S0 (S0),
	.S0N(S0N),
	.S1 (S1),
	.S1N(S1N),
	.X  (cus_mux41_out0)
	);
	cus_mux41 cus_mux41_inst1(
	.A0 (A4),
	.A1 (A5),
	.A2 (A6),
	.A3 (A7),
	.S0 (S0),
	.S0N(S0N),
	.S1 (S1),
	.S1N(S1N),
	.X  (cus_mux41_out1)
	);
	my_mux2 my_mux2_inst(
	.A0(cus_mux41_out0),
	.A1(cus_mux41_out1),
	.S (S2),
	.X (X)
	);
endmodule
module cus_mux81_buf (A0, A1, A2, A3, A4, A5, A6, A7, S0, S0N, S1, S1N, S2, S2N, X);
	input A0;
	input A1;
	input A2;
	input A3;
	input A4;
	input A5;
	input A6;
	input A7;
	input S0;
	input S0N;
	input S1;
	input S1N;
	input S2;
	input S2N;
	output X;
	wire cus_mux41_buf_out0;
	wire cus_mux41_buf_out1;
	cus_mux41_buf cus_mux41_buf_inst0(
	.A0 (A0),
	.A1 (A1),
	.A2 (A2),
	.A3 (A3),
	.S0 (S0),
	.S0N(S0N),
	.S1 (S1),
	.S1N(S1N),
	.X  (cus_mux41_buf_out0)
	);
	cus_mux41_buf cus_mux41_buf_inst1(
	.A0 (A4),
	.A1 (A5),
	.A2 (A6),
	.A3 (A7),
	.S0 (S0),
	.S0N(S0N),
	.S1 (S1),
	.S1N(S1N),
	.X  (cus_mux41_buf_out1)
	);
	my_mux2 my_mux2_inst(
	.A0(cus_mux41_buf_out0),
	.A1(cus_mux41_buf_out1),
	.S (S2),
	.X (X)
	);
endmodule
module cus_mux161 (A0, A1, A2, A3, A4, A5, A6, A7, A8, A9, A10, A11, A12, A13, A14, A15, S0, S0N, S1, S1N, S2, S2N, S3, S3N, X);
	input A0;
	input A1;
	input A2;
	input A3;
	input A4;
	input A5;
	input A6;
	input A7;
	input A8;
	input A9;
	input A10;
	input A11;
	input A12;
	input A13;
	input A14;
	input A15;
	input S0;
	input S0N;
	input S1;
	input S1N;
	input S2;
	input S2N;
	input S3;
	input S3N;
	output X;
	wire cus_mux41_out0;
	wire cus_mux41_out1;
	wire cus_mux41_out2;
	wire cus_mux41_out3;
	cus_mux41 cus_mux41_inst0(
	.A0 (A0),
	.A1 (A1),
	.A2 (A2),
	.A3 (A3),
	.S0 (S0),
	.S0N(S0N),
	.S1 (S1),
	.S1N(S1N),
	.X  (cus_mux41_out0)
	);
	cus_mux41 cus_mux41_inst1(
	.A0 (A4),
	.A1 (A5),
	.A2 (A6),
	.A3 (A7),
	.S0 (S0),
	.S0N(S0N),
	.S1 (S1),
	.S1N(S1N),
	.X  (cus_mux41_out1)
	);
	cus_mux41 cus_mux41_inst2(
	.A0 (A8),
	.A1 (A9),
	.A2 (A10),
	.A3 (A11),
	.S0 (S0),
	.S0N(S0N),
	.S1 (S1),
	.S1N(S1N),
	.X  (cus_mux41_out2)
	);
	cus_mux41 cus_mux41_inst3(
	.A0 (A12),
	.A1 (A13),
	.A2 (A14),
	.A3 (A15),
	.S0 (S0),
	.S0N(S0N),
	.S1 (S1),
	.S1N(S1N),
	.X  (cus_mux41_out3)
	);
	cus_mux41 cus_mux41_inst4(
	.A0 (cus_mux41_out0),
	.A1 (cus_mux41_out1),
	.A2 (cus_mux41_out2),
	.A3 (cus_mux41_out3),
	.S0 (S2),
	.S0N(S2N),
	.S1 (S3),
	.S1N(S3N),
	.X  (X)
	);
endmodule
module cus_mux161_buf (A0, A1, A2, A3, A4, A5, A6, A7, A8, A9, A10, A11, A12, A13, A14, A15, S0, S0N, S1, S1N, S2, S2N, S3, S3N, X);
	input A0;
	input A1;
	input A2;
	input A3;
	input A4;
	input A5;
	input A6;
	input A7;
	input A8;
	input A9;
	input A10;
	input A11;
	input A12;
	input A13;
	input A14;
	input A15;
	input S0;
	input S0N;
	input S1;
	input S1N;
	input S2;
	input S2N;
	input S3;
	input S3N;
	output X;
	wire cus_mux41_buf_out0;
	wire cus_mux41_buf_out1;
	wire cus_mux41_buf_out2;
	wire cus_mux41_buf_out3;
	cus_mux41_buf cus_mux41_buf_inst0(
	.A0 (A0),
	.A1 (A1),
	.A2 (A2),
	.A3 (A3),
	.S0 (S0),
	.S0N(S0N),
	.S1 (S1),
	.S1N(S1N),
	.X  (cus_mux41_buf_out0)
	);
	cus_mux41_buf cus_mux41_buf_inst1(
	.A0 (A4),
	.A1 (A5),
	.A2 (A6),
	.A3 (A7),
	.S0 (S0),
	.S0N(S0N),
	.S1 (S1),
	.S1N(S1N),
	.X  (cus_mux41_buf_out1)
	);
	cus_mux41_buf cus_mux41_buf_inst2(
	.A0 (A8),
	.A1 (A9),
	.A2 (A10),
	.A3 (A11),
	.S0 (S0),
	.S0N(S0N),
	.S1 (S1),
	.S1N(S1N),
	.X  (cus_mux41_buf_out2)
	);
	cus_mux41_buf cus_mux41_buf_inst3(
	.A0 (A12),
	.A1 (A13),
	.A2 (A14),
	.A3 (A15),
	.S0 (S0),
	.S0N(S0N),
	.S1 (S1),
	.S1N(S1N),
	.X  (cus_mux41_buf_out3)
	);
	cus_mux41_buf cus_mux41_buf_inst4(
	.A0 (cus_mux41_buf_out0),
	.A1 (cus_mux41_buf_out1),
	.A2 (cus_mux41_buf_out2),
	.A3 (cus_mux41_buf_out3),
	.S0 (S2),
	.S0N(S2N),
	.S1 (S3),
	.S1N(S3N),
	.X  (X)
	);
endmodule
==> /design/flow/run.sh <==
#!/bin/bash
# OpenROAD 26Q1-2900-gdf79404cd8, Yosys 0.63+post, stock flow scripts
make -C /OpenROAD-flow-scripts/flow DESIGN_CONFIG=/design/flow/config.mk WORK_HOME=/design/flow/orfs finish
==> /design/flow/config.mk <==
export PLATFORM = sky130hd
export DESIGN_NAME = LUT4c_latch_config
export DESIGN_NICKNAME = LUT4c_latch_config
export VERILOG_FILES = /design/flow/design.v
export SDC_FILE = /design/flow/constraint.sdc
export NUM_CORES = 4
export LEC_CHECK = 1
export CORE_AREA = 10 10 70 70
export DIE_AREA = 0 0 80 80
==> /design/flow/constraint.sdc <==
current_design LUT4c_latch_config

set clk_period 2.1
set clk_io_pct 0.2

create_clock -name clk0 -period $clk_period [get_ports {UserCLK}]

set non_clock_inputs [all_inputs -no_clocks]
set_input_delay [expr $clk_period * $clk_io_pct] -clock clk0 $non_clock_inputs
set_output_delay [expr $clk_period * $clk_io_pct] -clock clk0 [all_outputs]
==> results_slide.txt <==
Implementation Results

Job
  • Max Cap Violations: 0
  • Tool warnings: 28

Yosys
  • Post-synthesis cell count from yosys: 26
  • Most instantiated library cell after synthesis: sky130_fd_sc_hd__dlxtp_1
  • Average cell area after synthesis: 15.3 sq um
  • Ys flop type: sky130_fd_sc_hd__dlxtp_1
  • Count of library flops with an enable pin: 0
  • Top cell type by total area after synthesis: sky130_fd_sc_hd__dlxtp_1
  • Gate Count Post-Synth: 26
  • Synth Warn #: 5
  • Area share, top type: 0.606
  • Post-synth ARST share: 0
  • Largest cells by area after synthesis: sky130_fd_sc_hd__dlxtp_1 (61%), sky130_fd_sc_hd__mux4_1 (26%), sky130_fd_sc_hd__mux2i_1 (7.6%)
  • Cell variety after synth: 6
  • Most used standard cells in the synthesized netlist: sky130_fd_sc_hd__dlxtp_1 (16), sky130_fd_sc_hd__mux4_1 (4), sky130_fd_sc_hd__mux2i_1 (3)
  • Yosys reg bits: 16
  • Yosys stat area: 397 sq um
  • Post-synthesis instance area: 397 sq um

Floorplanning
  • Num rows: 21
  • Chip Width: 80 microns
  • Total die size: 6400 sq um
  • Die height: 80 microns
  • Core region area: 3420 sq um
  • Share of the core filled by cells before placement: 0.116
  • Num ports: 12

Worst setup path
  • CP startpoint: Ci
  • Endpoint of the worst setup timing path: Co
  • Worst path required time: 1680 ps
  • Sort of element at the start of the critical path: primary input
  • Critical Setup Path Class: primary input to output port
  • Endpoint kind of the worst setup timing path: output port
  • Data arrival time of the worst path: 1560 ps
  • Crit-path max FO: 1

Detailed routing
  • Number of antenna-violating nets in the routed design: 0
  • Post-detailed-route via-to-cell ratio: 2.79
  • Detailed-route wire length: 663 microns
  • Wire length per cell: 8.19 microns
  • Number of vias after detailed routing: 226
  • Total antenna diodes in the routed design: 0
  • Length of the first detailed-routing pass in iterations: 4
  • DRC violation total after the first TritonRoute iteration: 20
  • Remaining design rule violation count: 0

Finish
  • Combinational cell area excluding buffers and inverters: 134 sq um
  • Area of all placed cells without fillers: 532 sq um
  • Fraction of final layout cells with drive strength greater than 1: 0.171
  • Area added between synthesis and finish: 34.1%
  • Filler instances: 384
  • Sequential cell area in the final layout: 240 sq um
  • Final Non-Filler Cells: 81

Power and ir drop
  • Static leakage: 0.220 nW
  • Fraction of power consumed by the clock network: 0
  • Share of total power in combinational logic: 0.657
  • Register share of total power: 0.343
  • Power dissipated by switching net loads: 17.1 uW
  • Switching Share: 0.255
  • Internal portion of total power: 49.9 uW
  • Power density over cell area: 126 nW/um^2
  • Largest vdd supply drop: 0.0199 mV
  • Post-layout power: 67.1 uW

GRT
  • Overall fraction of global-route tracks in use: 0.0196
  • Via count of the first global-routing pass: 240
  • Maximum number of pins on one net before global-route repair: 9
  • Number of antenna violations at the first check in global routing: 0
  • Remaining global-route overflow: 0
  • Wire length of the first global-routing pass: 1.09 mm

Final timing
  • Setup violators final: 0
  • Worst hold margin: 1530 ps
  • Count of endpoints without a timing constraint: 16
  • Final cycle utilization of the critical path: 0.945
  • Final worst setup slack: 115 ps
  • Final Hold Fails: 0
  • Final Critical Period: 1980 ps
  • Count of unclocked register or latch pins: 16
  • Setup repair after global routing missed its margin: false
  • Highest achievable clock rate: 504 MHz
  • Final tally of max-slew violations: 0

Worst hold path
  • Hold Path Class: primary input to output port

Placement
  • GP Congestion: 0.712
  • DP Worst Slack: -582 ps
  • Port bufs: 10
  • Instance area at placement: 547 sq um
  • Post-placement cell count: 81

Status
  • Result of the run: finished clean
## per-layer routing
metal  up-vias  share of wire  wire length (microns)  global-route usage
met1       109           0.48                    315              0.0259
met5         -              0                      0                   0
li1        109              -                      -                   -
met3         0           0.12                     79             0.00909
met4         0              0                      0                   0
met2         8           0.40                    268              0.0305
## power by group through the flow
stage	Sequential (mW)	Combinational, mW	Clock, mW
4_1_cts	0.0230	0.0453	0
5_1_grt	0.0240	0.0479	0
6_report	0.0230	0.0441	0
## placed cells by master (no fill, tap or decap)
cell                              instances
sky130_fd_sc_hd__buf_6                    1
sky130_fd_sc_hd__clkdlybuf4s15_2          1
sky130_fd_sc_hd__clkdlybuf4s50_1          6
sky130_fd_sc_hd__conb_1                   1
sky130_fd_sc_hd__dlxtp_1                 16
sky130_fd_sc_hd__dlygate4sd2_1            2
sky130_fd_sc_hd__maj3_1                   1
sky130_fd_sc_hd__mux2i_1                  3
sky130_fd_sc_hd__mux4_2                   4
## worst max-delay path, cell delays in order
cell and delay (ps):
sky130_fd_sc_hd__clkdlybuf4s50_1 400, sky130_fd_sc_hd__maj3_1 330, sky130_fd_sc_hd__clkdlybuf4s50_1 410
## metrics by stage
| stage | utilization | setup TNS [ps] |
|---|---|---|
| global placement | 0.160 | -630 |
| global route | 0.156 | 0 |
| finish | 0.156 | 0 |
| CTS | 0.156 | 0 |
| floorplan | - | 0 |
| detailed placement | 0.160 | -647 |
## registers in the layout, summed over array words and instances, names as in the netlist
name             cells
L.inst_LHQD1a.Q      8
L.inst_LHQD1b.Q      8
## final cells by class
class,instances,area share
multi-input cells,9,0.252
well taps,46,0.108
repair buffers,10,0.188
flip-flops and latches,16,0.452
## timing repair
item                                    in CTS  in global routing
setup buffers                                0                  0
resized                                     15                  0
hold buffers                                 0                  0
endpoints found under the setup margin       2                  0
## worst min-delay path by stage
stage | from | end | cells after the start
after global routing | I2 | O | 4
final | I2 | O | 4
after CTS | I2 | O | 4
## cell families after synthesis
| logic type | Yosys count | synth area share |
|---|---|---|
| other cells | 1 | 0.00945 |
| latches | 16 | 0.606 |
| fa+ha+maj | 1 | 0.0252 |
| buf+inv | 1 | 0.0189 |
| mux | 7 | 0.341 |
Power figures rest on the tool's default switching activity, not on a simulated workload.
